==> /design/flow/design.v <==
`timescale 1ns / 1ps
module rx_control_module
(
    clk,
    rst_n,
    rx_en_sig,
    h2l_sig,
    bps_clk,
    rx_pin,
    rx_count_sig,
    rx_done,
    rx_data
);
    input clk;
    input rst_n;
    input rx_en_sig;
    input h2l_sig;
    input bps_clk;
    input rx_pin;
    output reg rx_count_sig;
    output reg rx_done;
    output reg [7:0]rx_data;
    reg [3:0]i;
    always @(posedge clk or negedge rst_n)
    begin
        if (!rst_n) begin
            i <= 4'd0;
            rx_count_sig <= 1'b0;
            rx_done <= 1'b0;
            rx_data <= 8'd0;
        end
        else if (rx_en_sig)
        begin
            case (i)
                4'd0:    
                if (h2l_sig)
                begin
                    i <= i + 1'b1;
                    rx_count_sig <= 1'b1;     
                end
                4'd1:    
                if (bps_clk) begin
                    i <= i + 1'b1;
                end
                4'd2, 4'd3, 4'd4, 4'd5, 4'd6, 4'd7, 4'd8, 4'd9:      
                if (bps_clk) begin
                    i <= i + 1'b1;
                    rx_data[i-2] <= rx_pin;  
                end
                4'd10:    
                if (bps_clk) begin
                    i <= i + 1'b1;
                end
                4'd11:    
                begin
                    i <= i + 1'b1;
                    rx_count_sig <= 1'b0;
                    rx_done <= 1'b1;
                end
                4'd12:    
                begin
                    i <= 1'b0;
                    rx_done <= 1'b0;
                end
            endcase
        end
    end
endmodule
==> /design/flow/run.sh <==
#!/bin/bash
# OpenROAD 26Q1-2900-gdf79404cd8, Yosys 0.63+post, stock flow scripts
make -C /OpenROAD-flow-scripts/flow DESIGN_CONFIG=/design/flow/config.mk WORK_HOME=/design/flow/orfs finish
==> /design/flow/config.mk <==
export PLATFORM = sky130hd
export DESIGN_NAME = rx_control_module
export DESIGN_NICKNAME = rx_control_module
export VERILOG_FILES = /design/flow/design.v
export SDC_FILE = /design/flow/constraint.sdc
export NUM_CORES = 4
export LEC_CHECK = 1
export CORE_AREA = 10 10 76 76
export DIE_AREA = 0 0 86 86
==> /design/flow/constraint.sdc <==
current_design rx_control_module

set clk_period 2.1
set clk_io_pct 0.2

create_clock -name clk0 -period $clk_period [get_ports {clk}]

set non_clock_inputs [all_inputs -no_clocks]
set_input_delay [expr $clk_period * $clk_io_pct] -clock clk0 $non_clock_inputs
set_output_delay [expr $clk_period * $clk_io_pct] -clock clk0 [all_outputs]
==> results.json <==
{
  "cp.required_ps": 2230,
  "ff_type": "dfrtp_1",
  "wirelength_mm": 3.27,
  "clock_latency_ps": 240,
  "vias_per_cell": 5.11,
  "rows": 23,
  "layout_top_cell": "buf_4",
  "tritoncts": "built",
  "clock_path_buffers": 2,
  "ys_area_um2": 1190,
  "power.density_nw_per_um2": 1710,
  "max-slew-margin-rel_pct": 57.4,
  "clkTransAtPathRegs_ps": 60,
  "ant_nets": 0,
  "grt-ovfl-total": 0,
  "hold_buffers": 0,
  "ys_async_sr_fraction_pct": 100,
  "r2r_cells": 12,
  "htreeDepth": 1,
  "drive_gt1_share_pct": 52.0,
  "synth-seq-cells": 14,
  "numCtsBuffers": 3,
  "syn_to_final_growth_pct": 68.2,
  "lay_top_cells": "buf_4, clkdlybuf4s50_1, dfrtp_1",
  "grt_pass1_wl_mm": 5.35,
  "cp_max_fo": 4,
  "hold_end": "rx_data[5]",
  "skew_ps": 1.21,
  "vias": 1150,
  "portBuffers": 15,
  "wl_per_cell_um": 14.5,
  "dp_hpwl_mm": 2.23,
  "rrSetupSlack_ps": -730,
  "setup_viol": 12,
  "r2r-start": "i[1]",
  "fin_crit_sh_pct": 135,
  "seq_area_frac_synth_pct": 29.5,
  "die_w_um": 86,
  "timing.hold.worst.start": "rx_data[5]",
  "ios": 16,
  "grt_use_total_pct": 8.38,
  "final_util_pct": 48.5,
  "synth_area_um2": 1190,
  "grt_pass1_vias": 1107,
  "r2r-end": "rx_data[6]",
  "tightest_slew_ps": 637,
  "whs_path_depth": 1,
  "worstHoldPathType": "flip-flop to flip-flop",
  "layout_setup_ws_ps": -729,
  "drt_iter0_drc": 62,
  "setup_tns_ps": -5870,
  "slowest_delay_ps": 540,
  "yosysUniqueCellTypes": 43,
  "yosys_warnings": 1,
  "slew_violations": 0,
  "crit_path_start_kind": "flip-flop",
  "ir_worst_vdd_uv": 731,
  "grt_setup_unrepaired": "yes",
  "period_minus_slack_ps": 2830,
  "hold_viol_final": 0,
  "maxCapViolCount": 0,
  "path_cells": "inv_2 -> ha_4 -> xnor2_4 -> buf_6 -> nand3_4 -> ha_4 -> or4_4 -> nor4_4 -> buf_4 -> nor3b_4 -> nand2_1 -> mux2_4",
  "cp-end-kind": "flip-flop",
  "slowest_stage": "or4_4",
  "worstPathArrival_ps": 2960,
  "cts_sinks": 14,
  "path_class": "flip-flop to flip-flop",
  "max_freq_mhz": 353,
  "stdcell_count": 225,
  "status": "finished, violations left",
  "drc": 0,
  "nFillCells": 341,
  "antenna_cells_inserted": 0,
  "edf_count": 0,
  "syn-instance-count": 123,
  "gp_congestion": 0.944,
  "root_buffer": "clkbuf_8",
  "antenna_found_initial": 0,
  "core_um2": 4120,
  "leakagePower_nw": 0.865,
  "cp_common_cell": "ha_4",
  "tool_warnings": 34,
  "preCtsSetupSlack_ps": -824,
  "synth.avg_cell_area_um2": 9.64,
  "yosysCellCount": 123,
  "dp.cells": 209,
  "dieHeight_um": 86,
  "grt_max_degree": 17,
  "chip_area_um2": 7400,
  "first_pass_iters": 5,
  "violations": "setup timing",
  "fp_util_pct": 28.8
}
[logic make-up (layout without fill, tap and decap cells)]
kind of cell    count (synthesis)  in the layout  share of synthesized area [%]
xor+xnor                        4              4                           3.59
flops                          14             14                           29.5
fa+ha+maj                      14             14                           14.8
buf+inv                        12             64                           4.32
simple gates                   49             49                           25.7
mux                            11             11                           10.4
compound gates                 19             19                           11.6
[routing by layer]
layer | vias up | share of wire, % | track usage [%]
li1 | 561 | - | -
met1 | 555 | 48 | 11.7
met2 | 25 | 47 | 13.7
met3 | 9 | 3.8 | 1.24
met4 | 0 | 2.0 | 1.05
met5 | - | 0 | 0
[synth_stat cells, types with 2 or more instances]
library cell / instances / area share, %
nand3_1: 8 / 3.4
nand2_1: 10 / 3.2
nor3b_1: 2 / 1.3
xor2_1: 2 / 1.5
or3_1: 2 / 1.1
inv_1: 5 / 1.6
a31oi_1: 2 / 1.1
nor4_1: 2 / 1.1
mux2_2: 4 / 3.8
and3_1: 2 / 1.1
o21ai_0: 3 / 1.3
mux2_1: 7 / 6.6
ha_1: 14 / 15
o2bb2ai_1: 2 / 1.5
nand3b_1: 3 / 1.9
nor2_1: 5 / 1.6
dfrtp_1: 14 / 30
nor3_1: 2 / 0.84
buf_2: 2 / 0.84
a41oi_1: 2 / 1.5
a21oi_1: 2 / 0.84
clkbuf_1: 4 / 1.3
nand4_1: 4 / 2.1
[through the flow]
step / area, um2 / hold WS (ps) / power [W]
floorplan: 1310 / 124 / 0.00182
global placement: 1660 / 477 / 0.00241
detailed placement: 1660 / 482 / 0.00244
CTS: 1860 / 504 / 0.00305
global route: 2000 / 530 / 0.00367
finish: 2000 / 498 / 0.00341
[worst max-delay path, delay by kind of cell (launching register included)]
family | cells | cell delay [ps]
flip-flops | 1 | 390
AND/OR/NAND/NOR | 5 | 1070
buffers and inverters | 3 | 380
XOR/XNOR | 1 | 180
multiplexers | 1 | 310
adder cells (fa/ha/maj) | 2 | 400
[timing repair]
item                       4_1_cts  5_1_grt
cloned                           0        0
setup endpoints to repair       10       13
resized                         21       18
pin swaps                        5       10
setup buffers                    6        8
[area by class of cell]
type | count | area (um2) | area share [%]
Sequential cell | 14 | 353 | 17.7
Tap cell | 50 | 62.6 | 3.13
Timing Repair Buffer | 55 | 469 | 23.5
Multi-Input combinational cell | 97 | 1030 | 51.7
Inverter | 5 | 23.8 | 1.19
Clock buffer | 4 | 55.1 | 2.76
[worst max path at each step]
stage         from  slack [ps]    endpoint  depth (start not counted)
CTS           i[2]        -730  rx_data[6]                         13
finish        i[1]        -730  rx_data[6]                         12
global route  i[1]        -850  rx_data[2]                         13
[flip-flops by register name, indices dropped and copies added, names as in the netlist]
name          flops
i                 4
rx_count_sig      1
rx_data           8
rx_done           1
[power breakdown]
group	total [W]	switching (W)	internal [W]
Combinational	0.00276	0.00127	0.00149
Clock	0.000259	0.0000932	0.000166
Sequential	0.000392	0.0000596	0.000332
Total	0.00341	0.00142	0.00199
Power figures rest on the tool's default switching activity, not on a simulated workload.
