==> flow/design.v <==
module vga_control_1
(
    input clk,
    input rst_n,
    input [10:0] c1,
    input [10:0] c2,
    output reg [2:0]rgb,
    output reg [10:0] rom_addr,
    input [7:0] rom_data
);
    parameter _X = 8'd128;
    parameter _Y = 8'd128;
    parameter _XOFF = 10'd0;
    parameter _YOFF = 10'd0;
    reg [6:0] x;
    reg [6:0] y;
    reg [2:0] index, index_del;
    reg data_valid, data_valid_del_1, data_valid_del_2;
    reg [2:0] i;
    always @(posedge clk or negedge rst_n)
    begin
        if(~rst_n)
        begin
            x <= 7'd0;
            y <= 7'd0;
            index <= 3'd0;
            index_del <= 3'd0;
            data_valid <= 1'b0;
            data_valid_del_1 <= 1'b0;
            data_valid_del_2 <= 1'b0;
            i <= 2'd0;
            rom_addr <= 11'd0;
            rgb <= 3'b000;
        end
        else
        begin
            case(i)
                0:  
                if((c1 > (128+88+_XOFF) && c1 <= (128+88+_XOFF+_X)) &&
                    (c2 > (4+23+_YOFF) && c2 <= (4+23+_YOFF+_Y)))  
                begin
                    x <= c1 - (128+88+_XOFF) - 1;     
                    y <= c2 - (4+23+_YOFF) - 1;       
                    data_valid <= 1'b1;
                    i <= i + 1'b1;
                end
                else
                begin  
                    x <= 7'd0;
                    y <= 7'd0;
                    data_valid <= 1'b0;
                    i <= i + 1'b1;
                end
                1:  
                begin
                    rom_addr <= ((y << 4) + (x >> 3));
                    index <= x & 3'b111;
                    data_valid_del_1 <= data_valid;
                    i <= i + 1'b1;
                end
                2:  
                begin
                    index_del <= index;
                    data_valid_del_2 <= data_valid_del_1;
                    i <= i + 1'b1;
                end
                3:
                begin
                    rgb <= data_valid_del_2 ? {rom_data[index_del], rom_data[index_del], rom_data[index_del]} : 3'b000;
                    i <= 2'd0;
                end
            endcase
        end
    end
endmodule
==> flow/run.sh <==
#!/bin/bash
# OpenROAD 26Q1-2900-gdf79404cd8, Yosys 0.63+post, stock flow scripts
make -C /OpenROAD-flow-scripts/flow DESIGN_CONFIG=/design/flow/config.mk WORK_HOME=/design/flow/orfs finish
==> flow/config.mk <==
export PLATFORM = sky130hd
export DESIGN_NAME = vga_control_1
export DESIGN_NICKNAME = vga_control_1
export VERILOG_FILES = /design/flow/design.v
export SDC_FILE = /design/flow/constraint.sdc
export NUM_CORES = 4
export LEC_CHECK = 1
export CORE_UTILIZATION = 40
==> flow/constraint.sdc <==
current_design vga_control_1

set clk_period 2.4
set clk_io_pct 0.2

create_clock -name clk0 -period $clk_period [get_ports {clk}]

set non_clock_inputs [all_inputs -no_clocks]
set_input_delay [expr $clk_period * $clk_io_pct] -clock clk0 $non_clock_inputs
set_output_delay [expr $clk_period * $clk_io_pct] -clock clk0 [all_outputs]
==> qor.yml <==
outcome: "complete, no violations"
max_freq_mhz: 479
yosys_warnings: 1
mi_logic_area_um2: 810
synth_cell_types: 29
grt_max_degree: 24
htreeDepth: 2
rsz0062_at_grt: "no"
ys_cells: 156
ctsHoldBuffers: 0
p_leak_nw: 1.15
gr-usage-met3_pct: 3.39
setup_ws_ns: 0.314
cts_root_buf: "clkbuf_8"
yosysSeqAreaShare_pct: 51.8
via_count: 1265
cts_setup_buffers: 0
cp_slowest_cell: "clkdlybuf4s50_1"
drcViolationCount: 0
synthTopCellsByArea: "dfrtp_1 52%, mux2_2 12%, ha_1 5.4%, o21ai_2 4.3%, nand2_1 4.1%"
powerDensity_mw_per_mm2: 495
period_needed_ns: 2.09
maxSlewHeadroom_pct: 66.6
diodes: 0
wl_per_cell_um: 12.4
setup_viol: 0
grtUsageMet1_pct: 24.2
synth-main-ff-cell: "dfrtp_1"
syn_to_final_growth_pct: 33.7
fp.dieW_um: 69.8
ir_drop_v: 0.000303
hold_viol: 0
edf_count: 0
finalClockPeriodUsage_pct: 86.9
cp-start-kind: "primary input"
hp-class: "primary input to async pin"
netlist_area_mm2: 0.00184
place_inst: 253
dp_slack_ns: -0.00198
num_rows: 24
core_util_floorplan_pct: 41.9
fin_cells: 261
report.power.total_mw: 1.22
yosys-top-cells-count: "38 x dfrtp_1, 20 x nand2_1, 19 x mux2_2, 9 x o21ai_0, 9 x o21ai_2"
io_buffers: 45
cp.required_ns: 2.61
fin_worst_skew_ns: 0.00785
synth.avg_cell_area_um2: 11.8
fp.dieH_um: 69.8
path_max_fanout: 8
seq_area_um2: 951
yosys_area_mm2: 0.00184
gp_congestion: 0.800
grt_busiest_layer: "met1"
syn_inst: 156
numSynthFlops: 38
cpPeakStageDelay_ns: 0.48
cts_tree: "built"
reg2reg_from: "i[0]"
drt_iter0_drc: 53
ant_nets: 0
async_flop_share_pct: 100
p_comb_share_pct: 9.7
crit_chain: "clkdlybuf4s50_1, inv_1, ha_1, and3_1, o31ai_2, xor2_1, o2111ai_2, buf_4, o21ai_0"
synth.most_common_cell: "dfrtp_1"
slew_viol_final: 0
warnings: 30
clkLatencyLatePin_ns: 0.29
grt_pass1_wl_um: 5350
fin_tns_setup_ns: 0
antenna_found_initial: 0
n_fill_cell: 371
io_pins: 46
netlist.area_leader.share_pct: 51.8
endpoint_kind: "flip-flop"
cts_inserted_buffers: 5
grt_pass1_vias: 1166
largest_area_cell: "dfrtp_1"
crit_type: "primary input to flip-flop"
clk_path_buf_depth: 2
startpoint: "c2[2]"
dpl.hpwl_um: 2410
clockPowerShare_pct: 37.5
switching_share_pct: 22.6
drt_pass1_iterations: 4
met2_usage_pct: 19.9
path_clk_slew_ns: 0.08
seq_power_share_pct: 52.8
routed_via_density: 4.85
overflow: 0
cts-resized-gates: 0
wirelength_um: 3230
switchingPower_uw: 275
coreArea_mm2: 0.00438
cp.arrival_ns: 2.29
final_core_util_pct: 56.0
grt_usage_pct: 14.2
cap_violations: 0
tightest_slew_ns: 0.501
cts_num_sinks: 38
die_area_mm2: 0.00487
internal_power_uw: 941
drive_above_1_share_pct: 23.4
-- power groups by stage --
stage / Clock (mW) / Sequential [mW] / Combinational, mW
6_report: 0.457 / 0.642 / 0.118
5_1_grt: 0.495 / 0.642 / 0.129
4_1_cts: 0.465 / 0.642 / 0.120
-- worst max-delay path, delay by kind of cell --
| kind | cells | cell delay [ns] |
|---|---|---|
| AND-OR/OR-AND | 3 | 0.53 |
| adder cells (fa/ha/maj) | 1 | 0.18 |
| buffers and inverters | 3 | 0.73 |
| XOR/XNOR | 1 | 0.20 |
| AND/OR/NAND/NOR | 1 | 0.18 |
-- per-layer routing --
| metal | vias up | routed length, um |
|---|---|---|
| met2 | 37 | 1290 |
| met3 | 5 | 192 |
| li1 | 636 | - |
| met4 | 0 | 50 |
| met5 | - | 0 |
| met1 | 587 | 1700 |
-- cell families (layout without fill, tap and decap cells) --
logic type / after synthesis / in the layout / synth area share, %
and+or+nand+nor: 37 / 37 / 9.60
AOI/OAI and AO/OA: 26 / 26 / 10.1
xor gates and xnor gates: 9 / 9 / 4.29
adders and majority gates: 8 / 8 / 5.45
muxes: 22 / 22 / 14.6
buffers and inverters: 16 / 69 / 4.15
DFF: 38 / 38 / 51.8
-- path summary, 6_finish.rpt --
| kind | to | slack (ns) | cells past startpoint |
|---|---|---|---|
| min in group clk0 | data_valid | 0.48 | 2 |
| max in group asynchronous | x[3] | 1.66 | 2 |
| setup / recovery | x[6] | 0.31 | 9 |
| setup reg to reg | x[6] | 0.68 | 8 |
| hold reg to reg | data_valid | 0.48 | 2 |
| hold / removal | rgb[1] | 0.15 | 1 |
-- sequential cells by signal, indices dropped and copies added (netlist names), 3 cells and up --
register   flops
i              3
rom_addr      11
index          3
x              7
index_del      3
y              7
-- final cells by class --
| cell class | count | area share, % |
|---|---|---|
| Timing Repair Buffer | 53 | 20.6 |
| Tap cell | 52 | 2.65 |
| Clock buffer | 6 | 3.36 |
| Clock inverter | 2 | 0.509 |
| Multi-Input combinational cell | 102 | 33.0 |
| Sequential cell | 38 | 38.7 |
| Inverter | 8 | 1.22 |
-- cells in the final DEF, fill, tap and decap left out, types with 4 or more instances in the layout --
cell             netlist  layout
buf_4                  2       8
nor3_1                 4       4
nand2b_1               4       4
o21ai_0                9       9
dfrtp_1               38      38
mux2_2                19      19
o21ai_2                9       9
a21oi_1                4       4
xnor2_1                4       4
inv_1                  8       8
xor2_1                 5       5
clkdlybuf4s50_1        0      44
ha_1                   8       8
nand2_1               20      20
clkbuf_8               0       6
-- metrics by stage --
stage	area, um2	hold slack (ns)
floorplan	1840	0.184
global placement	2360	0.461
detailed placement	2360	0.466
CTS	2460	0.169
global route	2460	0.188
finish	2460	0.145
Power and IR drop assume default switching activity.
