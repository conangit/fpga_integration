===== flow/config.mk =====
export PLATFORM = sky130hd
export DESIGN_NAME = exp09_env_tb
export DESIGN_NICKNAME = exp09_env_tb
export VERILOG_FILES = /design/flow/design.v
export SDC_FILE = /design/flow/constraint.sdc
export NUM_CORES = 4
export LEC_CHECK = 1
export CORE_UTILIZATION = 50

===== flow/constraint.sdc =====
current_design exp09_env_tb

set clk_period 3.3
set clk_io_pct 0.2

create_clock -name clk0 -period $clk_period [get_ports {clk}]

set non_clock_inputs [all_inputs -no_clocks]
set_input_delay [expr $clk_period * $clk_io_pct] -clock clk0 $non_clock_inputs
set_output_delay [expr $clk_period * $clk_io_pct] -clock clk0 [all_outputs]

===== flow/design.v =====
module tx_module
#(parameter BPS = 13'd434)
(
    clk,
    rst_n,
    tx_en_sig,
    tx_data,
    tx_done,
    tx_pin
);
    input clk;
    input rst_n;
    input tx_en_sig;
    input [7:0]tx_data;
    output reg tx_done;
    output reg tx_pin;
    reg [12:0] c1;  
    reg [3:0] i;
    reg [9:0] rData;  
    always @(posedge clk or negedge rst_n)
    begin
        if(~rst_n)
        begin
            tx_done <= 1'b0;
            tx_pin <= 1'b1;
            c1 <= 13'd0;
            i <= 4'd0;
            rData <= 10'd0;
        end
        else if(tx_en_sig)
        begin
            case(i)
                0:  
                begin
                    rData <= {1'b1, tx_data, 1'b0};
                    i <= i + 1'b1;
                end
                1,2,3,4,5,6,7,8,9,10:  
                if(c1 == BPS-1)
                begin
                    c1 <= 13'd0;
                    i <= i + 1'b1;
                end
                else
                begin
                    tx_pin <= rData[i-1];  
                    c1 <= c1 + 1'b1;
                end
                11:
                begin
                    tx_done <= 1'b1;
                    i <= i + 1'b1;
                end
                12:
                begin
                    tx_done <= 1'b0;
                    i <= 4'd0;
                end
            endcase
        end
    end
endmodule
module exp09_env
(
    input clk,
    input rst_n,
    input tx_en_sig,
    input [7:0] tx_data,
    output tx_done,
    input rx_en_sig,
    output rx_done,
    output [7:0] rx_data,
    output tx_pin,
    input rx_pin
);
    localparam BPS_50MHz_9600   = 13'd5208;
    localparam BPS_50MHz_115200 = 13'd434;
    localparam BPS_12MHz_9600   = 13'd1250;
    localparam BPS_12MHz_115200 = 13'd104;
    localparam BPS_20MHz_115200 = 13'd174;
    tx_module #(.BPS(BPS_12MHz_115200)) u1
    (
        .clk(clk),
        .rst_n(rst_n),
        .tx_en_sig(tx_en_sig),
        .tx_data(tx_data),
        .tx_done(tx_done),
        .tx_pin(tx_pin)
    );
    rx_module #(.BPS(BPS_12MHz_115200)) u2
    (
        .clk(clk),
        .rst_n(rst_n),
        .rx_pin(rx_pin),
        .rx_en_sig(rx_en_sig),
        .rx_done(rx_done),
        .rx_data(rx_data)
    );
endmodule
`timescale 1ns/1ps
module exp09_env_tb
(
    input clk,
    input rst_n,
    input rx_pin,
    output tx_pin
);
    reg tx_en_sig;
    reg [7:0] tx_data;
    wire tx_done;
    reg rx_en_sig;
    wire rx_done;
    wire [7:0] rx_data;
    exp09_env u1
    (
        .clk(clk),
        .rst_n(rst_n),
        .tx_en_sig(tx_en_sig),
        .tx_data(tx_data),
        .tx_done(tx_done),
        .rx_en_sig(rx_en_sig),
        .rx_done(rx_done),
        .rx_data(rx_data),
        .rx_pin(rx_pin),
        .tx_pin(tx_pin)
    );
    reg [3:0] i;
    reg [7:0] rData;
    always @(posedge clk or negedge rst_n)
    begin
        if(~rst_n)
        begin
            i <= 4'd0;
            tx_en_sig <= 1'b0;
            tx_data <= 8'd0;
            rx_en_sig <= 1'b0;
            rData <= 8'd0;
        end
        else
        begin
            case(i)
                0:
                if(rx_done) begin i <= i + 1'b1; rx_en_sig <= 1'b0; rData <= rx_data; end
                else begin rx_en_sig <= 1'b1; end
                1:
                if(tx_done) begin tx_en_sig <= 1'b0; i <= 4'd0; end
                else begin tx_data <= rData; tx_en_sig <= 1'b1; end
            endcase
        end
    end
endmodule
module rx_module
#(parameter BPS = 13'd434)
(
    clk,
    rst_n,
    rx_pin,
    rx_en_sig,
    rx_done,
    rx_data
);
    input clk;
    input rst_n;
    input rx_pin;
    input rx_en_sig;
    output reg rx_done;
    output reg [7:0] rx_data;
    wire [7:0] sq_c1;
    wire sq_f1;
    wire sq_f2;
    reg f1;
    reg f2;
    always @(posedge clk or negedge rst_n)
    begin
        if(~rst_n)
        begin
            f1 <= 1'b1;
            f2 <= 1'b1;
        end
        else
        begin
            f1 <= rx_pin;
            f2 <= f1;
        end
    end
    reg [3:0] i;
    reg [7:0] c1;
    always @(posedge clk or negedge rst_n)
    begin
        if(~rst_n)
        begin
            i <= 4'd0;
            c1 <= 8'd0;
            rx_data <= 8'd0;
            rx_done <= 1'b0;
        end
        else if(rx_en_sig)
        begin
            case(i)
                0:
                if(f2 == 1'b0) begin i <= i + 1'b1; c1 <= c1 + 8'd2; end
                1:  
                if(c1 == BPS-1) begin c1 <= 8'd0; i <= i + 1'b1; end
                else c1 <= c1 + 1'b1;
                2,3,4,5,6,7,8,9:  
                begin
                    if(c1 == BPS>>1) rx_data[i-2] <= f2;  
                    if(c1 == BPS-1) begin c1 <= 8'd0; i <= i + 1'b1; end
                    else c1 <= c1 + 1'b1;
                end
                10:  
                if(c1 == BPS-1) begin c1 <= 8'd0; i <= i + 1'b1; end
                else c1 <= c1 + 1'b1;
                11:
                begin rx_done <= 1'b1; i <= i + 1'b1; end
                12:
                begin rx_done <= 1'b0; i <= 4'd0; end
            endcase
        end
    end
    assign sq_c1 = c1;
    assign sq_f1 = f1;
    assign sq_f2 = f2;
endmodule

===== flow/run.sh =====
#!/bin/bash
# OpenROAD 26Q1-2900-gdf79404cd8, Yosys 0.63+post, stock flow scripts
make -C /OpenROAD-flow-scripts/flow DESIGN_CONFIG=/design/flow/config.mk WORK_HOME=/design/flow/orfs finish

==> ci_impl_report.md <==
## PnR job results

| Metric | Value |
|---|---|
| Status | complete, no violations |
| WL/cell | between 15 and 20 um |
| Worst-case reg-to-reg path depth | 11 |
| Post-synth EDFFs | 0 |
| Fill cells | 659 |
| CTS tree | yes |
| Terminus of the critical flop-to-flop path | u1.u2.rx_data[5] |
| N_diodes | 0 |
| CP max FO | 5 |
| CP required | 3.53 ns |
| Root Driver | clkbuf_8 |
| Crit share post-route | 0.966 |
| Rows | 32 |
| Clock-pin transition on the worst setup and hold timing paths | ~0.080 ns |
| Worst Hold Class | input pin to asynchronous set/reset pin |
| Critical path class | flop to flop |
| Final setup viols | 0 |
| Gr ovfl total | 0 |
| Switching Fraction | 0.446 |
| DRT Pass-1 Iters | 4 |
| I/O pin count | 4 |
| DRT Wirelength | approximately 7800 um |
| Aoi share | 0.121 |
| Synth Seq Share | 0.448 |
| Worst Skew | between 0.007 and 0.008 ns |
| Die height | about 90 um |
| Clock power frac | 0.162 |
| Register area | approximately 1800 um2 |
| Mux share | 0.120 |
| Die Area | around 8500 um2 |
| Final hold violations | 0 |
| Flop pwr share | 0.335 |
| Initial antenna violation count | 0 |
| Least-Margin Pin Slew | 0.719 ns |
| Chip width | about 92 um |
| Area reported by Yosys stat | ~4100 um2 |
| Wire length of the first global-routing pass | about 13000 um |
| I/O Buffers | 3 |
| Worst Path Arrival | about 3.4 ns |
| Total chip power | a little under 4 mW |
| Share of layout cells above drive strength 1 | 0.242 |
| Ys cells | 393 |
| RR Startpoint | u1.u2.i[1] |
| Max-slew violations | 0 |
| H-tree levels | 3 |
| Max VDD drop | 0.374 mV |
| Yosys adder share | 0.0674 |
| Reg2reg setup slack | 0.11 ns |
| Asr flop ratio synth | 1.00 |
| Tmin final | between 3 and 4 ns |
| Clock tree sinks | around 73 |
| Crit path launch type | flop |
| XORs/XNORs by Area | 0.0190 |
| Final instance area | 4530 um2 |
| Fmax | roughly 0.31 GHz |
| Crit end category | flop |
| Cell Area, Synth | around 4100 um2 |
| Synth Area per Inst | just over 10 um2 |
| Vias | 2938 |
| Core area | between 7000 and 8000 um2 |
| Power Density | about 850 nW/um2 |
| Routability cong. | about 0.80 |
| Total CTS buffers | 9 |
| Tool Warnings | 35 |
| Main flop type | dfrtp_1 |
| Comb power frac | 0.503 |
| DRC Markers | 0 |
| Area grow syn2layout | 10.9% |
| Drt via density | between 5 and 6 |
| Vias in the first global route | 2770 |
| Leak pwr | 1.95 nW |
| Internal power | 2.14 mW |
| Largest net degree at the start of global routing | approximately 50 |
| Top Layout Cells | dfrtp_1, mux2_2, nand2_1, nand3_1, o21ai_0 |
| Drt first-iter violations | approximately 120 |
| Most instantiated logic cell after routing | dfrtp_1 |
| Detail Route Antenna Nets | 0 |
| DP Area | 4230 um2 |
| Synth flops | approximately 73 |
| NetSw | roughly 1.7 mW |
| Clock tree buffer depth | 2 |
| Max-Cap Viols | 0 |
| CP startpoint | u1.u2.i[1] |
| FP Util | 0.523 |
| Library cells used by synthesis | 62 |
| Post-Synthesis Cells | 393 |
| Top logic family | simple AND/OR/NAND/NOR gates |
| Post-CTS Hold Buffers | 0 |
| Timing endpoint of the critical path | u1.u2.rx_data[5] |
| Slew HR | 0.519 |
| DP HPWL | roughly 5300 um |
| Gate Area | between 2000 and 2500 um2 |
| Gr usage total | 0.204 |
| Synth warn | 3 |
| Worst-Skew Late Latency | 0.34 ns |
| And+or+nand+nor area frac | 0.196 |
power by group through the flow:
| stage | registers [mW] | clock network [mW] | logic (mW) |
|---|---|---|---|
| 4_1_cts | 1.28 | 0.658 | 1.76 |
| 5_1_grt | 1.33 | 0.689 | 2.17 |
| 6_report | 1.29 | 0.626 | 1.94 |
cell usage after synthesis (3+ instances only):
cell      instances  area share
nor3_1           12       0.015
xor2_1            4      0.0086
ha_1             22       0.067
dfrtp_1          70        0.43
a31oi_1           8       0.012
nand2_1          36       0.033
xnor2_1           3      0.0064
o21ai_0          22       0.027
nor2_1           20       0.018
clkbuf_1         10      0.0092
nand3_1          26       0.032
nor3b_1           4      0.0074
o31ai_1           7       0.013
mux2i_1           4      0.0098
a21oi_1           6      0.0074
or4_1             6       0.011
buf_2             4      0.0049
mux2_2           38        0.10
inv_1            12       0.011
dfstp_2           3       0.019
a211o_1           3      0.0064
nand4_1           5      0.0077
or3_1             6      0.0092
nor4_1            6      0.0092
critical path: stages, from the launching register on:
cell and delay, ns:
dfrtp_1 0.40, inv_1 0.10, ha_2 0.22, xnor2_4 0.21, buf_4 0.15, nand3_1 0.08
ha_1 0.31, or4bb_1 0.53, nor3_4 0.23, o2111ai_4 0.21, nor4_4 0.27, mux2_2 0.37
layout make-up:
type,count,share of cell area
Timing Repair Buffer,12,0.0210
Multi-Input combinational cell,292,0.498
Clock inverter,7,0.0119
Sequential cell,73,0.404
Inverter,12,0.00994
Tap cell,102,0.0282
Clock buffer,9,0.0273
per-layer routing:
layer / global-route usage / routed length (um) / vias to the layer above
met2: 0.291 / 3250 / 30
met4: 0.0156 / 57 / 0
met3: 0.0376 / 200 / 5
met1: 0.355 / 4250 / 1431
li1: - / - / 1472
met5: 0 / 0 / -
metrics by stage:
step                setup WS (ns)   util  cells  hold WS (ns)  TNS (ns)
global placement            0.128  0.542    490         0.347         0
CTS                       0.00594  0.565    506         0.349         0
floorplan                  0.0246      -    393         0.345         0
finish                      0.112  0.580    507         0.325         0
detailed placement         0.0594  0.542    490         0.347         0
global route              -0.0248  0.580    507         0.365   -0.0492
sequential cells by signal, indices dropped and copies added, names as in the netlist, 8 cells and up:
register / flops
u1.u1.rData: 9
rData: 8
u1.u2.c1: 8
u1.u1.c1: 13
u1.u2.rx_data: 8
tx_data: 8
what timing repair did:
action,4_1_cts,5_1_grt
pin swaps,0,8
endpoints found under the setup margin,1,8
resized,1,18
setup buffers,0,1
gates cloned,0,0
worst min-delay path by stage:
stage	start	endpoint	cells after the start
final	rst_n	u1.u2.i[0]	1
after CTS	rst_n	u1.u2.i[0]	1
after global routing	u1.u2.f1	u1.u2.f2	0
cell families (layout without fill, tap and decap cells):
| family | count (synthesis) | after routing |
|---|---|---|
| adders and majority gates | 22 | 22 |
| AOI/OAI and AO/OA | 73 | 73 |
| and+or+nand+nor | 146 | 146 |
| xor gates and xnor gates | 8 | 8 |
| buffers and inverters | 28 | 40 |
| muxes | 43 | 43 |
| DFF | 73 | 73 |
Power is estimated from default activity; no workload was simulated.
